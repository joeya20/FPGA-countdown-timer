$ cat /design/flow/config.mk
export PLATFORM = sky130hd
export DESIGN_NAME = top
export DESIGN_NICKNAME = top
export VERILOG_FILES = /design/flow/design.v
export SDC_FILE = /design/flow/constraint.sdc
export NUM_CORES = 4
export LEC_CHECK = 1
export CORE_UTILIZATION = 50
$ cat /design/flow/constraint.sdc
current_design top

set clk_period 6.9
set clk_io_pct 0.2

create_clock -name clk0 -period $clk_period [get_ports {MAX10_CLK1_50}]

set non_clock_inputs [all_inputs -no_clocks]
set_input_delay [expr $clk_period * $clk_io_pct] -clock clk0 $non_clock_inputs
set_output_delay [expr $clk_period * $clk_io_pct] -clock clk0 [all_outputs]
$ cat /design/flow/design.v
module LED_blinker #(parameter MAX_COUNT_1Hz = 25_000_000) (
	input 	clk,
	input 	enable,
	input	rst_n,
	output	led
);
logic [31:0] count;
logic toggle;
always_ff @( posedge clk or negedge rst_n ) begin		
	if(!rst_n) begin
		toggle <= 0;
		count <= 0;
	end else if(count == MAX_COUNT_1Hz-1) begin
		toggle <= !toggle;
		count <= 0;
	end else begin
		count <= count + 1;
	end
end
assign led = toggle & enable;
endmodule
module PB_state (
	input clk,
	input rst_n,
	input PB0,
	input PB1,
	input PB0_read,
	input PB1_read,
	output PB0_flag,
	output PB1_flag
);
logic PB0_old, PB1_old;
always_ff @( posedge clk or negedge rst_n ) begin
	if (!rst_n) begin
		PB0_old <= 0;
		PB1_old <= 0;
		PB0_flag <= 0;
		PB1_flag <= 0;
	end else begin
		PB0_old <= PB0;
		PB1_old <= PB1;
		if(PB0_old == 1 && PB0 == 0) begin
			PB0_flag <= 1;
		end else if (PB0_read == 1) begin
			PB0_flag <= 0;
		end
		if(PB1_old == 1 && PB1 == 0) begin
			PB1_flag <= 1;
		end else if (PB1_read == 1) begin
			PB1_flag <= 0;
		end
	end
end
endmodule
module bin_to_bcd #(
	parameter BIN_WIDTH = 8,
	parameter DEC_DEGITS = 3
)(                                         
	input	[BIN_WIDTH-1:0] 		bin,
	output	[(DEC_DEGITS*4)-1:0]	out
);
logic [(DEC_DEGITS*4)-1:0] bcd;
logic [3:0] bin_index;
logic [2:0] dec_index;
logic [3:0] dec_val;
always_comb begin
	bcd = 0;
	for(bin_index = 0; bin_index < BIN_WIDTH; bin_index = bin_index + 1) begin
		bcd = {bcd[0+:((DEC_DEGITS*4)-1)], bin[BIN_WIDTH-bin_index-1+:1]};
		if(bin_index < BIN_WIDTH-1) begin
			for(dec_index = 0; dec_index < DEC_DEGITS; dec_index = dec_index + 1) begin
				dec_val = bcd[(dec_index*4)+:4];
				if(dec_val > 4) begin
					bcd[(dec_index*4)+:4] = dec_val + 3;
				end
			end
		end
	end
end
assign out = bcd;
endmodule
module countdown_timer #(parameter CLK_FREQ = 50_000_000) (
    input           clk,
    input           rst_n,   
    input           PB0_flag,
    input           PB1_flag,
    output          PB0_read,    
    output          PB1_read,    
    output  [7:0]   tmr_out_sec,
    output  [7:0]   tmr_out_min,
    output          finish_flag
);
enum logic [3:0] {
    IDLE,
    INCREMENT,
    ACTIVE,
    DECREMENT,
    FINISH
} current_state, next_state;
logic [7:0] tmr_sec;
logic [7:0] tmr_min;
logic [31:0] counter;
logic decrement_flag;
always_ff @( posedge clk or negedge rst_n ) begin
    if (!rst_n) begin
        current_state <= IDLE;   
    end else begin
        current_state <= next_state;
    end
end
always_comb begin : next_state_logic
    PB0_read = 0;  
    PB1_read = 0;
    next_state = current_state;
    unique case (current_state)
        IDLE : begin
            if (PB0_flag) begin  
                next_state = INCREMENT;
                PB0_read = 1;
            end else if (PB1_flag) begin     
                next_state = ACTIVE;
                PB1_read = 1;
            end else begin   
                next_state = IDLE;
            end
        end
        INCREMENT : next_state = IDLE;   
        ACTIVE : begin
            if (PB1_flag) begin
                next_state = IDLE;
                PB1_read = 1;
            end else if (tmr_out_min == 0 && tmr_out_sec == 0) begin
                next_state = FINISH;
            end else if (decrement_flag) begin
                next_state = DECREMENT;
            end else begin
                next_state = ACTIVE;
            end
        end
        DECREMENT : next_state = ACTIVE;
        FINISH : begin
            if (PB0_flag) begin
                next_state = INCREMENT;
                PB0_read = 1;
            end else if (PB1_flag) begin
                next_state = IDLE;
                PB1_read = 1;
            end else begin
                next_state = FINISH;
            end
        end
    endcase
end : next_state_logic
always_ff @( posedge clk ) begin : timer_logic
    unique case (current_state)
        IDLE : begin
            finish_flag <= 0;
            counter <= 0;
        end
        INCREMENT : begin
            finish_flag <= 0;
            if(tmr_min == 99) begin
                tmr_min <= 0;
            end else begin
                tmr_min <= tmr_min + 1;
            end
        end
        ACTIVE : begin
            if(counter == (CLK_FREQ-2)) begin   
                decrement_flag <= 1;
                counter <= 1;    
            end else begin
                counter <= counter + 1;
            end
        end
        DECREMENT : begin
            if(tmr_sec == 0) begin   
                tmr_sec <= 59;
                tmr_min <= tmr_min - 1;
            end else begin
                tmr_sec <= tmr_sec - 1;
            end
            decrement_flag <= 0;
        end
        FINISH : begin
            finish_flag <= 1;
        end
    endcase
end : timer_logic
assign tmr_out_min = tmr_min;
assign tmr_out_sec = tmr_sec;
endmodule
module sev_seg_decoder (
	input		 	dp,
	input 	[3:0]	bcd,
	output	[7:0]	sev_seg
);
logic [6:0] val;
always_comb begin
	case(bcd)
		4'b0000 : val = 7'b1000000;
		4'b0001 : val = 7'b1111001;
		4'b0010 : val = 7'b0100100;			 
		4'b0011 : val = 7'b0110000;			 
		4'b0100 : val = 7'b0011001;			 
		4'b0101 : val = 7'b0010010;			 
		4'b0110 : val = 7'b0000010;			 
		4'b0111 : val = 7'b1111000;			 
		4'b1000 : val = 7'b0000000;			 
		4'b1001 : val = 7'b0010000;			 
		4'b1010 : val = 7'b0001000;			 
		4'b1011 : val = 7'b0000000;			 
		4'b1100 : val = 7'b1000110;			
		4'b1101 : val = 7'b1000000;
		4'b1110 : val = 7'b0000110;
		4'b1111 : val = 7'b0001110;
	endcase
end
assign sev_seg = {~dp, val};
endmodule
module top (
	input 			MAX10_CLK1_50,
	input	[9:0]	SW,
	input	[1:0]	KEY,
	output 	[7:0]	HEX0,
	output 	[7:0]	HEX1,
	output 	[7:0]	HEX2,
	output 	[7:0]	HEX3,
	output	[9:0]	LEDR
);
wire
	PB0_read,	 
	PB1_read,	 
	finish_flag, 
	led,		 
	PB0_flag,	 
	PB1_flag;	 
wire [7:0] tmr_out_min;
wire [7:0] tmr_out_sec;
wire [11:0] tmr_out_min_bcd;
wire [11:0] tmr_out_sec_bcd;
wire rst_n = ~SW[0];	 
countdown_timer timer(
	.*,
	.clk(MAX10_CLK1_50)
);
bin_to_bcd bcd_encoder_sec(
	.bin(tmr_out_sec),
	.out(tmr_out_sec_bcd)
);
bin_to_bcd bcd_encoder_min(
	.bin(tmr_out_min),
	.out(tmr_out_min_bcd)
);
LED_blinker blinker(
	.*,
	.clk(MAX10_CLK1_50),
	.enable(finish_flag)
);
sev_seg_decoder sec_0(
	.bcd(tmr_out_sec_bcd[3:0]),
	.sev_seg(HEX0),
	.dp(1'b0)
);
sev_seg_decoder sec_1(
	.bcd(tmr_out_sec_bcd[7:4]),
	.sev_seg(HEX1),
	.dp(1'b0)
);
sev_seg_decoder min_0(
	.bcd(tmr_out_min_bcd[3:0]),
	.sev_seg(HEX2),
	.dp(1'b1)
);
sev_seg_decoder min_1(
	.bcd(tmr_out_min_bcd[7:4]),
	.sev_seg(HEX3),
	.dp(1'b0)
);
PB_state read_PBs(
	.*,
	.clk(MAX10_CLK1_50),
	.PB0(KEY[0]),
	.PB1(KEY[1])
);
assign LEDR = {10{led}};
endmodule
$ cat /design/flow/run.sh
#!/bin/bash
# OpenROAD 26Q1-2900-gdf79404cd8, Yosys 0.63+post, stock flow scripts
make -C /OpenROAD-flow-scripts/flow DESIGN_CONFIG=/design/flow/config.mk WORK_HOME=/design/flow/orfs finish
==> results_dict.tcl <==
# flow metrics
set metrics [dict create \
    outcome "finished, final reports clean" \
    hpwlAfterDp_um 9620 \
    fin_tns_setup_ns 0 \
    crit_required_ns 5.52 \
    grt_antenna_before_repair 0 \
    cts_root_buf "clkbuf_16" \
    power_frac_seq_pct 52.9 \
    startpoint_type "flop" \
    layout-drive-gt1-share_pct 11.8 \
    yosys-top-cells-count "nor2_1, nand2_1, edfxtp_1" \
    reg2reg_slack_ns 4.15 \
    mux_area_share_pct 3.23 \
    logic_family "simple AND/OR/NAND/NOR gates" \
    ys.warnings.count 21 \
    r2r_end "timer.counter[31]" \
    clkTransAtPathRegs_ns 0.06 \
    p_int_mw 0.864 \
    syn_area_per_cell_um2 8.84 \
    skew_ns 0.00719 \
    edf_count 50 \
    row_count 43 \
    worstSkewPairLatency_ns 0.34 \
    tightest_slew_ns 0.798 \
    slowest_delay_ns 0.50 \
    post-synth-top-count-cell "nor2_1" \
    synth_top_flop_cell "edfxtp_1" \
    finalPower_mw 1.09 \
    io_buffers 41 \
    grt_pass1_vias 5347 \
    track_usage_pct 19.7 \
    slew-limit-headroom_pct 45.3 \
    vdd_drop_max_mv 0.105 \
    swShare_pct 20.6 \
    numCtsBuffers 9 \
    synth_flops 92 \
    dieWidth_um 123 \
    coreArea_um2 14100 \
    worstHoldStart "blinker.toggle" \
    viasPerCell 5.67 \
    hp-class "reg2reg" \
    async_flop_share_pct 45.7 \
    io_pins 55 \
    cts_tree "done" \
    xor_share_pct 9.87 \
    p_switching_mw 0.225 \
    synth_stat.cells 829 \
    overflow 0 \
    simple_gate_area_share_pct 23.5 \
    syn_inst 829 \
    r2r-start "timer.counter[2]" \
    rsz0062_at_grt "true" \
    whs_path_depth 1 \
    clockBufferDepth 2 \
    chipArea_um2 15100 \
    leakage_nw 3.32 \
    drv_cap 0 \
    top_area_cell "edfxtp_1" \
    yosys_area_um2 7330 \
    hold_buffers 0 \
    min_to "blinker.toggle" \
    grt_pass1_wl_um 23800 \
    post-route-util_pct 58.7 \
    die_y_um 123 \
    hold_viol 0 \
    tool_warnings 57 \
    final_max_slew_viol_count 0 \
    synth_compound_gate_area_share_pct 17.3 \
    routedWlPerCell_um 13.4 \
    p_clk_share_pct 46.4 \
    syn_to_final_growth_pct 13.0 \
    vias 5931 \
    combPwrFrac_pct 0.7 \
    first_pass_iters 5 \
    worstPathArrival_ns 5.27 \
    routed_wl_um 14000 \
    numClockSinks 92 \
    drc 0 \
    critical_path_class "reg2out" \
    fin_crit_ns 6.65 \
    fp_util_pct 52.0 \
    pwr_density_cell_nw_per_um2 131 \
    cp_slowest_cell "mux2_2" \
    gp_congestion 0.847 \
    critPathMaxFanout 14 \
    reg2regPathDepth 8 \
    worstSetupEndpointType "output pin" \
    cp_common_cell "inv_1" \
    synth_cell_types 90 \
    antenna_left 0 \
    seq_area_frac_synth_pct 34.8 \
    drtIter0Drc 331 \
    netlist_area_um2 7330 \
    setup_viol 0 \
    htree_levels 3 \
    path_cells "inv_1, ha_2, inv_1, ha_4, and2b_2, nor2_2, mux2_2, a2111oi_0, o21ai_0, o211ai_2, ha_2, or2b_2, nor2_1, mux4_2, nor2_4, xnor2_2, ha_1, inv_1, a21oi_1, a32oi_1, clkdlybuf4s50_1" \
    finalClockPeriodUsage_pct 96.3 \
    synth_top_area_share_pct 20.5 \
    fa_ha_area_share_pct 5.29 \
    grt_max_degree 43 \
    antenna_cells 0 \
    fmax_mhz 150 \
    netlist_top_cells_area "edfxtp_1, dfrtp_1, nor2_1, ha_1, xor2_1" \
]
-- stage by stage --
step | cells | instance area [um^2] | hold slack, ns | setup slack, ns
after floorplan | 831 | 7340 | 0.434 | 0.868
after global placement | 1017 | 7780 | 0.449 | 0.265
after detailed placement | 1017 | 7780 | 0.457 | 0.175
after CTS | 1036 | 8120 | 0.466 | -0.0140
after global routing | 1046 | 8280 | 0.483 | -0.0333
final | 1046 | 8280 | 0.462 | 0.254
-- layout by cell type, fill, tap and decap left out, types with 10 or more instances in the layout --
| master | n |
|---|---|
| nand2_1 | 74 |
| o21ai_0 | 39 |
| a31oi_1 | 10 |
| inv_1 | 34 |
| edfxtp_1 | 50 |
| or3_1 | 13 |
| nor2b_1 | 12 |
| nand3_1 | 42 |
| ha_1 | 25 |
| buf_4 | 26 |
| nand4_1 | 19 |
| a21oi_1 | 31 |
| xor2_1 | 42 |
| nor2_1 | 105 |
| and3_1 | 10 |
| clkdlybuf4s50_1 | 41 |
| dfrtp_1 | 41 |
| nor3_1 | 24 |
| xnor2_1 | 32 |
-- final cells by class --
| type | count | area [um^2] |
|---|---|---|
| sequential | 92 | 2550 |
| timing repair buffer | 67 | 606 |
| clock buffer | 9 | 225 |
| tap | 180 | 225 |
| fill | 1199 | 5820 |
| clock inverter | 7 | 80.1 |
| multi-input combinational | 654 | 4450 |
| inverter | 37 | 144 |
-- power by group through the flow --
stage     registers, mW  clock network [mW]  logic (mW)
4_1_cts           0.576               0.517     0.00790
6_report          0.576               0.505     0.00745
5_1_grt           0.576               0.537     0.00883
-- flip-flops by register name, summed over array words and instances, names as in the netlist --
register              flops
blinker.count            32
blinker.toggle            1
read_PBs.PB0_flag         1
read_PBs.PB0_old          1
read_PBs.PB1_flag         1
read_PBs.PB1_old          1
timer.counter            32
timer.current_state       5
timer.decrement_flag      1
timer.finish_flag         1
timer.tmr_min             8
timer.tmr_sec             8
-- worst max-delay path by stage --
stage	end	depth (start not counted)	startpoint	slack [ns]
after CTS	HEX1[3]	22	timer.tmr_sec[6]	-0.01
after global routing	HEX1[3]	23	timer.tmr_sec[6]	-0.03
final	HEX1[3]	21	timer.tmr_sec[6]	0.25
-- worst max-delay path, delay by kind of cell (launching register included) --
kind | cells | cell delay, ns
muxes | 2 | 1.00
DFF | 1 | 0.41
adders and majority gates | 4 | 0.96
xor gates and xnor gates | 1 | 0.18
buffers and inverters | 4 | 0.71
AOI/OAI and AO/OA | 5 | 0.86
and+or+nand+nor | 5 | 0.79
-- cell families (layout without fill, tap and decap cells) --
group	count (synthesis)	in the layout
DFF	92	92
AOI/OAI and AO/OA	171	171
buffers and inverters	85	120
xor gates and xnor gates	80	80
adders and majority gates	31	31
other	2	4
muxes	20	20
and+or+nand+nor	348	348
-- timing repair --
action	4_1_cts	5_1_grt
buffers inserted	3	10
endpoints found under the hold margin	0	0
gates resized	5	13
endpoints found under the setup margin	9	14
pin swaps	2	10
-- layer usage --
metal,global-route usage [%],wire length [um],share of wire [%],up-vias
li1,-,-,-,3026
met1,31.8,7260,52,2795
met2,30.5,6190,44,98
met3,2.82,390,2.8,12
met4,2.26,123,0.88,0
met5,0,0,0,-
Power is estimated from default activity; no workload was simulated.
